[/design/flow/run.sh]
#!/bin/bash
# OpenROAD 26Q1-2900-gdf79404cd8, Yosys 0.63+post, stock flow scripts
make -C /OpenROAD-flow-scripts/flow DESIGN_CONFIG=/design/flow/config.mk WORK_HOME=/design/flow/orfs finish
[/design/flow/config.mk]
export PLATFORM = sky130hd
export DESIGN_NAME = cordic_16
export DESIGN_NICKNAME = cordic_16
export VERILOG_FILES = /design/flow/design.v
export SDC_FILE = /design/flow/constraint.sdc
export NUM_CORES = 4
export LEC_CHECK = 1
export CORE_UTILIZATION = 50
[/design/flow/constraint.sdc]
current_design cordic_16

set clk_period 9.9
set clk_io_pct 0.2

create_clock -name clk0 -period $clk_period [get_ports {clk}]

set non_clock_inputs [all_inputs -no_clocks]
set_input_delay [expr $clk_period * $clk_io_pct] -clock clk0 $non_clock_inputs
set_output_delay [expr $clk_period * $clk_io_pct] -clock clk0 [all_outputs]
[/design/flow/design.v]
module rotator_16 (
  input wire clk,
  input wire rst,
  input wire init,
  input wire [4:0] iteration,
  input wire signed [16:0] tangle,
  input wire signed  [17:0]    x_i,
  input wire signed  [17:0]    y_i,
  input wire signed  [16:0] z_i,
  output wire signed [17:0]    x_o,
  output wire signed [17:0]    y_o,
  output wire signed [16:0] z_o
  );
  reg signed [17:0] x_1;
  reg signed [17:0] y_1;
  reg signed [16:0] z_1;
  wire signed [17:0] x_i_shifted;
  wire signed [17:0] y_i_shifted;
  assign x_i_shifted = x_i >>> (iteration+1);
  assign y_i_shifted = y_i >>> (iteration+1);
  always @ (posedge clk)
    if (rst) begin
      x_1 <= 0;
      y_1 <= 0;
      z_1 <= 0;
    end else begin
      if (init) begin
        x_1 <= x_i;
        y_1 <= y_i;
        z_1 <= z_i;
      end else
      if (z_i < 0) begin
        x_1 <= x_i - y_i_shifted;  
        y_1 <= y_i - x_i_shifted;  
        z_1 <= z_i + tangle;
      end else begin
        x_1 <= x_i + y_i_shifted;  
        y_1 <= y_i + x_i_shifted;  
        z_1 <= z_i - tangle;
      end
    end
  assign x_o = x_1;
  assign y_o = y_1;
  assign z_o = z_1;
endmodule
module cordic_16 (
  input wire clk,
  input wire rst,
  input wire init,
  input wire signed [17:0]    x_i,
  input wire signed [17:0]    y_i,
  input wire signed [16:0] theta_i,
  output wire signed [17:0]    x_o,
  output wire signed [17:0]    y_o,
  output wire signed [16:0] theta_o,
  output wire signed [17:0]    exp_o,
  output reg done
);
function [16:0] tanangle;
  input [4:0] i;
  begin
    case (i)
    5'd00: tanangle = 17'd17999;    
    5'd01: tanangle = 17'd8369;    
    5'd02: tanangle = 17'd4117;      
    5'd03: tanangle = 17'd2050;      
    5'd04: tanangle = 17'd1024;      
    5'd05: tanangle = 17'd512;      
    5'd06: tanangle = 17'd256;       
    5'd07: tanangle = 17'd128;       
    5'd08: tanangle = 17'd64;       
    5'd09: tanangle = 17'd32;        
    5'd10: tanangle = 17'd16;        
    5'd11: tanangle = 17'd8;        
    5'd12: tanangle = 17'd4;         
    5'd13: tanangle = 17'd2;         
    5'd14: tanangle = 17'd1;         
    5'd15: tanangle = 17'd0;         
    default:tanangle = 17'd0;
    endcase
  end
endfunction
  reg [4:0] iteration;
  reg repeat_3;
  reg repeat_12;
  wire signed [17:0] x,y;
  wire signed [16:0] z;
  assign x = init ? x_i : x_o;
  assign y = init ? y_i : y_o;
  assign z = init ? theta_i : theta_o;
    always @ (posedge clk or posedge init)
    if (init) 
    begin
    iteration <= 0;
    repeat_3  <= 0;
    repeat_12 <= 0;
    end
    else if(repeat_3 == 0 && iteration == 3)
    begin
    repeat_3  <= 1;
    iteration <= 3;
    end
    else if(repeat_12 == 0 && iteration == 12)
    begin
    repeat_12 <=1;
    iteration <=12;
    end
    else 
    begin
    iteration <= iteration + 1;
    repeat_3  <= 0;
    repeat_12 <= 0;
    end
  always @ (posedge clk  )
  if (rst) done <= 0;
    else if (iteration == (16-1)) done <= 1;
    else done<=0;
  rotator_16 U (clk,rst,init,iteration,tanangle(iteration),x,y,z,x_o,y_o,theta_o);
  assign exp_o = x_o+y_o;
endmodule
==> Changelog: implementation <==
### Implementation results

* Non-filler instance count after layout at 1,607
* VDD IR max at 99.4 uV
* Core Util, Final at 0.605
* Post-synth top flop: dfxtp_1
* Post-CTS setup buffers at 0
* Buffers on Ports at about 130
* Vias at 9,879
* Largest net degree at the start of global routing at 113
* Post-synthesis cell area at 9730 sq um
* Total die area at between 20,000 and 25,000 sq um
* Core area at 18,900 sq um
* Insertion Delay late pin at 0.35 ns
* Final Skew at 0.00588 ns
* Number of diodes at 0
* Async set-reset flop share out of synthesis at 0.115
* Vias per inst at 6.15
* Fin. max-slew vios at 0
* Tool Warnings at 32
* Ports at 128
* Layout cells sized above 1 at 0.102
* Crit-path slowest cell: a2111oi_1
* Global-route wire length before repair at 52.0 mm
* CP peak stage delay at 0.68 ns
* Post-CTS Resized at 0
* Flop pwr share at 0.192
* CP Capture Type: flip-flop
* Yosys Chip Area at between 9000 and 10,000 sq um
* Hold Violations, Final at 0
* Chip height at 141 um
* CP Cell Sequence: buf_6 -> buf_12 -> mux2i_4 -> inv_2 -> a22o_1 -> a221oi_2 -> a221oi_2 -> a2111oi_1 -> ha_1 -> inv_1 -> nor3_1 -> nor2_1 -> xnor2_1 -> ha_1 -> a21oi_1 -> nor3b_1 -> nor3_1 -> a21oi_1 -> o21ai_0 -> o41ai_1 -> xnor2_1 -> a211oi_1
* Post-route minimum period at 7.46 ns
* H-tree Lvls at 3
* Power Total at 1.95 mW
* Post-synth EDFFs at 0
* Area share, top type at 0.111
* Vias in the first global route at slightly above 9,000
* Switching Share at 0.415
* Internal power at between 1 and 1.5 mW
* Top cells by area: dfxtp_1, mux4_2, ha_1, xnor2_1, nand2_1
* Sink Count at 61
* Dpl cells at 1,591
* Syn avg cell area at 7.71 sq um
* Area leader, netlist: dfxtp_1
* Post-DP HPWL at 25.2 mm
* P_leak at 4.70 nW
* GRT overflow at 0
* Crit Path Category: in2reg
* Number of library cell types mapped by synthesis at 83
* Post-layout period usage at 0.753
* Setup TNS at 0 ns
* P_sw at 0.809 mW
* Hold Path Class: reg2reg
* Outcome: finished, final reports clean
* Pin slew with the least headroom to its limit at 0.795 ns
* Syn-to-layout area delta at 17.6%
* Die Wd at 141 um
* P per Cell Area at 170 nW/um^2
* All-layer global routing usage at 0.350
* Slew headroom at 0.465
* Combinational Power Share at 0.619
* CTS tree: yes
* Ys cells at 1,262
* Synth flops at 61
* Initial antenna violation count at 0
* DR DRC count at 0
* Drt total wl at roughly 33 mm
* Initial DRC Count at 804
* CTS Hold Bufs at 0
* Clk slew on worst S/H paths at 0.06 ns
* ANT nets after route at 0
* Routed WL per cell at a little over 20 um
* Reg2reg path depth at 22
* Top cells excl fill/tap: nand2_1, clkdlybuf4s50_1, nor2_1, a21oi_1, o21ai_0
* Most frequent logic cell in the layout: nand2_1
* Max-Cap Viols at 0
* CP required at 10.16 ns
* Final setup violation count at 0
* Final Wtd Congestion at 1.02
* Row count at 50
* CP Launch Type: input pin
* TritonRoute pass-1 iters at 5
* Hold depth at 1
* Root buffer selected by CTS: clkbuf_16
* Post-synth seq share at 0.129
* Crit Path Max Fanout at 112
* Max frequency at 0.134 GHz
* Arrival @ worst endpoint at 7.72 ns
* Cts bufs inserted at 9
* RSZ-0062 raised after global routing: false
* Core Util at FP at 0.515
* Clock share of power at 0.189
* CTS Buffer Depth at 2
* Mapped Cells at around 1,300
* Warnings from Yosys at 2
cells in the mapped netlist (all sizes together), types with 7 or more instances:
cell type	number
nand2	146
nor2	124
a21oi	109
o21ai	83
ha	77
inv	64
xnor2	63
dfxtp	54
mux4	46
clkbuf	40
mux2i	39
nor3	38
xor2	35
mux2	33
buf	31
nand3	28
a211oi	16
a21o	16
a31oi	16
nor2b	15
and3	13
nand2b	13
o211ai	12
o22ai	11
o21bai	10
and2	9
a211o	7
a221oi	7
dfrtp	7
or2	7
metrics by stage:
stage                     hold WS (ns)  area (sq um)  worst slack (ns)
final                            0.480         11400              2.44
after global routing             0.508         11400              1.72
after detailed placement         0.468         11100              2.11
after global placement           0.466         11100              2.27
after CTS                        0.485         11400              2.48
after floorplan                  0.448          9730              3.53
state kept, by name (all words and copies together) (netlist names):
name and cells:
U.y_1 18, U.z_1 17, repeat_3 1, done 1, iteration 5, repeat_12 1
U.x_1 18
cells by family (layout without fill, tap and decap cells):
kind of cell	Yosys count	after routing	share of synthesized area
AND-OR/OR-AND	343	343	0.226
XOR/XNOR	98	98	0.0882
adder cells (fa/ha/maj)	81	81	0.107
buffers and inverters	136	221	0.0597
flip-flops	61	61	0.129
multiplexers	118	118	0.187
AND/OR/NAND/NOR	425	425	0.202
power groups by stage:
stage	registers [mW]	clock network [mW]	logic (mW)
4_1_cts	0.372	0.377	1.20
5_1_grt	0.379	0.388	1.34
6_report	0.375	0.368	1.21
final cells by class:
class	count	area, sq um
clock buffers	10	239
clock inverters	6	93.8
fillers	1777	7460
inverters	65	244
multi-input cells	1065	7900
flip-flops and latches	61	1260
well taps	260	325
repair buffers	140	1380
path summary, 6_finish.rpt:
check	from	endpoint	slack [ns]
worst max register to register	iteration[0]$_DFF_PP0_	U.x_1[16]$_SDFF_PP0_	2.47
min in group asynchronous	init	repeat_12$_DFFE_PP0N_	2.62
worst min-delay path	repeat_12$_DFFE_PP0N_	repeat_12$_DFFE_PP0N_	0.48
worst max-delay path	init	U.y_1[17]$_SDFF_PP0_	2.44
max in group asynchronous	init	iteration[3]$_DFF_PP0_	6.94
worst min register to register	repeat_12$_DFFE_PP0N_	repeat_12$_DFFE_PP0N_	0.48
worst max-delay path: cells and delay by family:
kind	cells	cell delay (ns)
compound gates	9	2.37
xor+xnor	2	0.25
fa+ha+maj	2	0.67
buf+inv	4	0.98
mux	1	0.38
simple gates	4	1.00
routing by layer:
| metal | share of wire | vias to the layer above | track usage |
|---|---|---|---|
| li1 | - | 4793 | - |
| met1 | 0.42 | 4584 | 0.488 |
| met2 | 0.46 | 429 | 0.564 |
| met3 | 0.072 | 73 | 0.0536 |
| met4 | 0.043 | 0 | 0.127 |
| met5 | 0 | - | 0 |
Power figures rest on the tool's default switching activity, not on a simulated workload.
