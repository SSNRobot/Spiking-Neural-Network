===== design/flow/config.mk =====
export PLATFORM = sky130hd
export DESIGN_NAME = input_neuron
export DESIGN_NICKNAME = input_neuron
export VERILOG_FILES = /design/flow/design.v
export SDC_FILE = /design/flow/constraint.sdc
export NUM_CORES = 4
export LEC_CHECK = 1
export CORE_AREA = 10 10 86 86
export DIE_AREA = 0 0 96 96

===== design/flow/constraint.sdc =====
current_design input_neuron

set clk_period 4.4
set clk_io_pct 0.2

create_clock -name clk0 -period $clk_period [get_ports {clk}]

set non_clock_inputs [all_inputs -no_clocks]
set_input_delay [expr $clk_period * $clk_io_pct] -clock clk0 $non_clock_inputs
set_output_delay [expr $clk_period * $clk_io_pct] -clock clk0 [all_outputs]

===== design/flow/design.v =====
module exc_neuron  #(    
	parameter ENCODE_TIME = 23, T_WINDOW = 250
)(
    input wire clk,
    input wire rst,
    input wire en,
    input wire signed [15 : 0] spiking_value,    
    output reg out_spike
    );
	 localparam signed threshold = 16'h0960; 
	 reg [15 : 0] refractory_cnt = 16'd0;
	 reg signed [15 : 0] potential;     
	 always@(posedge clk) begin
		if (rst) begin
			potential <= 0;
         out_spike <= 0;
		end
		else if (en) begin
			potential <= potential + spiking_value;
		end
		if(en) begin
            if(refractory_cnt == 16'd0) begin
                potential <= potential + spiking_value;
                if((potential >= threshold) ) begin 
                    potential <= 16'b0;
                    out_spike <= 1'b1;
                end
                else out_spike <= 1'b0;
            end
            else begin
                potential <= potential;         
                out_spike <= 1'b0; 
            end
        end
	 end
endmodule
module input_neuron #(
    parameter ENCODE_TIME = 23, T_WINDOW = 250
)(
    input wire clk,
    input wire rst,
    input wire en,
	 input wire[11:0] Sensor_input,
	 input wire[9:0] Material_type,
	 output reg [7:0] Pre_spike
);
	wire [11:0] potential;
	reg [18:0] spike;
	assign potential = Sensor_input;
	always @(posedge clk) 
	begin
	spike <= potential * 100;
	Pre_spike <= spike / 4096;
	end
endmodule
module hidden_neuron  #(    
	parameter ENCODE_TIME = 23, T_WINDOW = 250
)(
    input wire clk,
    input wire rst,
    input wire en,
    input wire signed [15 : 0] spiking_value,    
    output reg out_spike
    );
	 localparam signed threshold = 16'h0960; 
	 reg [15 : 0] refractory_cnt = 16'd0;
	 reg signed [15 : 0] potential;     
	 always@(posedge clk) begin
		if (rst) begin
			potential <= 0;
         out_spike <= 0;
		end
		else if (en) begin
			potential <= potential + spiking_value;
		end
		if(en) begin
            if(refractory_cnt == 16'd0) begin
                potential <= potential + spiking_value;
                if((potential >= threshold) ) begin 
                    potential <= 16'b0;
                    out_spike <= 1'b1;
                end
                else out_spike <= 1'b0;
            end
            else begin
                potential <= potential;         
                out_spike <= 1'b0; 
            end
        end
	 end
endmodule

===== design/flow/run.sh =====
#!/bin/bash
# OpenROAD 26Q1-2900-gdf79404cd8, Yosys 0.63+post, stock flow scripts
make -C /OpenROAD-flow-scripts/flow DESIGN_CONFIG=/design/flow/config.mk WORK_HOME=/design/flow/orfs finish

==> summary.txt <==
Figures from the implementation reports.

- For the worst reg-to-reg path, the startpoint reported by OpenROAD is spike[15]$_DFF_P_.
- The aggregate global routing overflow is 0.
- Per the synthesis report, the number of distinct cell types is 24.
- The clock insertion delay at the later pin of the skew report is 0.23 ns.
- The time the worst path needs with I/O delays and setup reads 3.818 ns.
- The first global-routing pass estimated 3.194 mm of wire.
- The worst clock skew on the final layout is 0.0001985 ns.
- The flow ran to the end, and the final reports show no timing, DRC or antenna violations.
- The number of diodes added for antenna fixing reads 0.
- The via count of the first global-routing pass is 737.
- The die span in x is 96 µm.
- The share of flip-flops with an asynchronous set or reset after synthesis is 0%.
- The post-cts repair resize count reads 0.
- The worst hold slack is 0.3238 ns.
- The capture point of the worst reg-to-reg path reads Pre_spike[3]$_DFF_P_.
- The leakage dissipation is 0.7095 nW.
- The global-route total usage across every layer reads 4.222%.
- The number of flops mapped to enable cells by yosys is 0.
- The number of primary I/O pins is 33.
- Setup repair after global routing left no endpoint under its margin.
- The number of cells in the design after placement reads 198.
- The total vias in the final route reads 759.
- The final report lists a non-filler cell total of 202.
- The largest area contributor in the netlist is sky130_fd_sc_hd__ha_1.
- The number of DRC markers in iteration 0 is 7.
- Counting along the longest clock path gives a buffer depth of 2.
- The chip area from the yosys synthesis statistics reads 1162 µm².
- The sum of net half-perimeters after detailed placement reads 1.675 mm.
- After detailed placement, the total cell area comes to 1435 µm².
- The total wire length is 1.839 mm.
- After filler insertion, the fill cell instance count of the layout stands at 596.
- The fraction of synthesized area in multiplexers is 0%.
- Internal power comes to 0.4004 mW.
- The sequential element share of the synthesized area is 24.11%.
- The count of input and output buffers reads 19.
- The cell count listed in synth_stat.txt reads 108.
- Yosys shows that the main logic family after synthesis is adder cells.
- The post-route DRC violation count reads 0.
- Per the synthesis report, the simple-gate share of the synthesized area is 6.459%.
- The number of clock buffers inserted by TritonCTS is 3.
- Looking at the clock tree report, the H-tree level count equals 1.
- The root buffer selected by CTS reads sky130_fd_sc_hd__clkbuf_8.
- The fraction of final layout cells with drive strength greater than 1 is 3.846%.
- The post-synthesis cell type with the largest instance count reads sky130_fd_sc_hd__ha_1.
- Of the post-synthesis cell area, the dominant cell type holds 40.90%.
- The post-synthesis share of cell area spent on full adders, half adders and majority gates is 51.24%.
- The number of nets still failing antenna checks after routing is 0.
- The routed design shows a via density per instance of 3.757.
- The net switching power reads 0.1456 mW.
- The tally of max-capacitance violations reads 0.
- Sorting the synthesized cells by area gives the leading types as sky130_fd_sc_hd__ha_1, sky130_fd_sc_hd__dfxtp_1, sky130_fd_sc_hd__fa_1.
- The register clock-pin slew on the reported worst setup and hold paths is 0.05 ns.
- The element type at the critical path end is a flip-flop.
- The final worst-path cycle share reads 86.78%.
- The floorplan core density is 20.98%.
- For the completed layout, the total cell area is recorded as 1490 µm².
- The depth of the worst hold-timing path reads 0.
- The maximum number of pins on one net before global-route repair reads 9.
- Sorting the synthesized cells by how often they occur yields sky130_fd_sc_hd__ha_1, sky130_fd_sc_hd__dfxtp_1, sky130_fd_sc_hd__inv_1.
- Per the synth stats, the flop cell with the highest instance count is sky130_fd_sc_hd__dfxtp_1.
- The path class of the lowest-slack min-delay path is reg2reg.
- The number of hold buffers added after CTS was 0.
- The critical path is of the in2reg type.
- The routed length per instance reads 9.104 µm.
- The switching portion of total power reads 26.67%.
- The initial antenna violation count reads 0.
- The count of pins over their slew limit reads 0.
- At the worst endpoint, the arrival time is 3.95 ns.
- The warning total across the stage logs is 38.
- The report lists the power per cell area as 366.4 nW/µm².
- The share of total power in the clock network reads 21.4%.
- The iteration tally of the first detailed-router pass is 2.
- Per the final timing report, the hold violations number 0.
- Adding up every negative setup slack in the final design gives 0 ns.
- The CTS tree is done.
- Along the worst path, the maximum fanout reaches 4.
- The total area inside the core boundary comes to 5540 µm².
- The final RePlAce weighted congestion reads 0.7776.
- The kind of start point of the critical path is a primary input.
- The achievable clock frequency reads 261.9 MHz.
- The synthesis warning total reads 1.
- The area of the mapped netlist reads 1162 µm².
- The area added between synthesis and finish is 28.20%.
- The count of buffers added by post-CTS timing repair for setup reads 0.
- The worst min-delay path endpoint reads Pre_spike[0]$_DFF_P_.
- The site row count is 27.
- The complex-gate fraction of the synthesized area is 9.473%.
- The vertical die size is 96 µm.
- The minimum setup slack among reg-to-reg paths reads 4.01 ns.
- The critical path endpoint has a required time of 4.53 ns.
- The core utilization of the finished layout reads 26.90%.
- The analysis reports a worst IR drop on VDD of 0.0001809 V.
- In this run the mean area of a mapped cell was 10.76 µm².
- The last timing report of the flow puts the setup violation total at 0.
- The launch instance of the worst min-delay path is spike[12]$_DFF_P_.
- The cell depth of the worst flop-to-flop path is 0.
- The part of the total power dissipated in sequential elements reads 36.2%.
- Of the total power, combinational logic draws 42.4%.
- The post-synthesis share of cell area spent on xor and xnor gates is 4.521%.
- The flop and latch count out of synthesis reads 14.
- The count of clock tree sinks reads 14.
- Per the OpenROAD floorplan log, the area of the die is 9216 µm².
- The synthesized netlist cell count reads 108.
-- how the worst max path moves through the flow --
| stage | end | slack [ns] | cells past startpoint | start |
|---|---|---|---|---|
| CTS | spike[17]$_DFF_P_ | 0.58 | 10 | Sensor_input[4] |
| global route | spike[17]$_DFF_P_ | 0.42 | 10 | Sensor_input[4] |
| finish | spike[17]$_DFF_P_ | 0.58 | 10 | Sensor_input[4] |
-- stage by stage --
step           power [mW]  setup WS (ns)
2_1_floorplan      0.3341         0.9730
3_3_place_gp       0.4359         0.3357
3_5_place_dp       0.4346         0.3481
4_1_cts            0.5574         0.5760
5_1_grt            0.5984         0.4184
6_report           0.5460         0.5817
-- cells in the final DEF (no fill, tap or decap), types with 2 or more instances in the layout --
cell type	n
sky130_fd_sc_hd__nand2_1	5
sky130_fd_sc_hd__ha_1	38
sky130_fd_sc_hd__o211ai_1	2
sky130_fd_sc_hd__xnor2_1	3
sky130_fd_sc_hd__o21ai_0	2
sky130_fd_sc_hd__dfxtp_1	14
sky130_fd_sc_hd__xor2_1	3
sky130_fd_sc_hd__a211o_1	2
sky130_fd_sc_hd__inv_1	10
sky130_fd_sc_hd__nor2_1	3
sky130_fd_sc_hd__fa_1	6
sky130_fd_sc_hd__clkdlybuf4s50_1	19
sky130_fd_sc_hd__a21oi_1	6
sky130_fd_sc_hd__nand4_1	2
sky130_fd_sc_hd__nor3_1	2
sky130_fd_sc_hd__clkbuf_8	4
-- power by group through the flow --
stage	sequential [mW]	clock [mW]	combinational [mW]
after CTS	0.198	0.122	0.238
after global routing	0.203	0.126	0.269
final	0.198	0.117	0.231
-- sequential cells by signal, indices dropped and copies added, names as in the netlist --
| signal | cells |
|---|---|
| Pre_spike | 7 |
| spike | 7 |
-- worst max-delay path, cell delays in order --
cell                              delay (ns)
sky130_fd_sc_hd__clkdlybuf4s50_1        0.53
sky130_fd_sc_hd__ha_1                   0.25
sky130_fd_sc_hd__ha_1                   0.32
sky130_fd_sc_hd__fa_1                   0.46
sky130_fd_sc_hd__ha_1                   0.29
sky130_fd_sc_hd__o21ai_1                0.06
sky130_fd_sc_hd__a221o_1                0.39
sky130_fd_sc_hd__or3_4                  0.42
sky130_fd_sc_hd__a211o_1                0.26
sky130_fd_sc_hd__o311ai_1               0.09
-- area by class of cell --
class / count / area, µm² / share of cell area, %
Sequential cell: 14 / 280.3 / 18.81
Inverter: 10 / 37.54 / 2.519
Clock buffer: 4 / 55.05 / 3.694
Multi-Input combinational cell: 83 / 837.1 / 56.17
Timing Repair Buffer: 19 / 190.2 / 12.76
Tap cell: 72 / 90.09 / 6.045
-- routing by layer --
layer	routed length, µm	vias up	global-route usage, %
li1	-	430	-
met1	938	304	6.065
met2	650	21	5.886
met3	225	4	1.651
met4	25	0	0.8600
met5	0	-	0
-- cells by family after synthesis --
| kind of cell | count (synthesis) |
|---|---|
| AND-OR/OR-AND | 17 |
| XOR/XNOR | 6 |
| adder cells (fa/ha/maj) | 44 |
| buffers and inverters | 11 |
| flip-flops | 14 |
| other | 1 |
| AND/OR/NAND/NOR | 15 |
Power is estimated from default activity; no workload was simulated.
